--- /design/flow/config.mk ---
export PLATFORM = sky130hd
export DESIGN_NAME = ClockCounter
export DESIGN_NICKNAME = ClockCounter
export VERILOG_FILES = /design/flow/design.v
export SDC_FILE = /design/flow/constraint.sdc
export NUM_CORES = 4
export LEC_CHECK = 1
export CORE_UTILIZATION = 30
--- /design/flow/constraint.sdc ---
current_design ClockCounter

set clk_period 8.7
set clk_io_pct 0.2

create_clock -name clk0 -period $clk_period [get_ports {clock}]

set non_clock_inputs [all_inputs -no_clocks]
set_input_delay [expr $clk_period * $clk_io_pct] -clock clk0 $non_clock_inputs
set_output_delay [expr $clk_period * $clk_io_pct] -clock clk0 [all_outputs]
--- /design/flow/design.v ---
module ClockCounter(
    input logic clock,
    input logic reset,
    input logic csr_read,
    input logic csr_write,
    input logic csr_address,
    output logic [31:0] csr_readdata,
    input logic [31:0] csr_writedata
);
    logic [63:0] counter;
    logic [31:0] hSnapshot;
    always_ff @(posedge clock)
    begin
        if (reset) counter <= 1'b0;
        else begin
            if (csr_write) counter <= 1'b0;
            else counter <= counter + 1'b1;
            if (csr_read) begin
                case(csr_address)
                    1'b0: begin
                        hSnapshot <= counter[63:32];
                        csr_readdata <= counter[31:0];
                    end
                    1'b1: csr_readdata <= hSnapshot;
                endcase
            end
        end
    end
endmodule
--- /design/flow/run.sh ---
#!/bin/bash
# OpenROAD 26Q1-2900-gdf79404cd8, Yosys 0.63+post, stock flow scripts
make -C /OpenROAD-flow-scripts/flow DESIGN_CONFIG=/design/flow/config.mk WORK_HOME=/design/flow/orfs finish
==> results.txt <==
impl run done, here's what came out: outcome finished, final reports clean, total via count in the routed design about 3600, most used cell, CP sky130_fd_sc_hd__buf_4, ratio of cells with drive above 1 in the final layout between 10% and 20%, number of iterations in the first detailed-routing pass 4, capture instance of the worst register-to-register path counter[53]$_SDFF_PP0_, Root Buffer Master sky130_fd_sc_hd__clkbuf_16, # resized after CTS 0, clock tree from TritonCTS done, starting density of the core 30.5%, Gate Count Post-Synth 464, switching part of the total 19.6%, number of placement rows 48, floorplan die width 134 um, Flop pwr share 46.9%, required arrival time at the worst endpoint 8750 ps, number of cells after detailed placement 713, time the final worst path needs with I/O delays and setup 3340 ps, maximum fanout along the worst path 33, yosys stat chip area about 0.0053 sq mm, Std-Cell Core Area 0.0172 sq mm, setup slack of the most critical reg-to-reg path 5740 ps, Final Instance Count excl. Fillers 745, end point of the most critical hold path hSnapshot[31]$_DFFE_PP_, portion of total power attributed to the clock network 50.6%, Worst Reg2Reg Path Length in Cells 5, Max rail drop VDD 125 uV, clock latency on the worst-skew pair 410 ps, sum of internal, switching and leakage power 1.37 mW, Cell Type Count 33, hold wc startpoint counter[63]$_SDFF_PP0_, number of buffers inserted by port buffering 36, ordered cell list for the critical path clkdlybuf4s50_1 -> nor2b_4 -> buf_4 -> nor2b_2 -> buf_4, clk sinks 128, number of levels the H-tree was split into 4, final routed wire length divided by cell count 14.9 um, first-pass GRT wire length about 18 mm, ANT cells 0, final weighted congestion in routability-driven placement 0.816, internal portion of total power 1.10 mW, number of CTS-inserted buffers 17, DRC Markers 0, vias in the first global route 3456, Post-Route Skew 10.1 ps, Gate power share about 2.5%, Yosys reg bits 128, Worst-path clk slew 50 ps, actual slew at the worst max-slew pin 802 ps, starting DRC count in detailed routing 313, setup repair after global routing missed its margin false, yosys cell count between 400 and 500, post-route worst hold slack approximately 450 ps, antenna violations before repair 0, Slew HR roughly 46%, type of element launching the critical path input pin, post-DP HPWL 6.78 mm, Post-Route Utilization 37.5%, total of hold buffers inserted after clock tree synthesis 0, post-CTS setup buffer count 0, final worst-path cycle share 38.4%, die area 0.0181 sq mm, largest stage delay on the critical path 490 ps, setup violation total in the final timing report 0, Net Switching about 270 uW, launching point of the worst reg2reg path counter[12]$_SDFF_PP0_, post-route antenna net violation count 0, leakage component of the power 2.00 nW, clock buffer depth 2, arrival time of data at the critical path endpoint 3390 ps, tally of OpenROAD warnings ~57, gr ovfl total 0, post-synthesis instance area 0.00526 sq mm, kind of path behind the tightest hold check register to register, Top Layout Cells 64 x sky130_fd_sc_hd__dfxtp_1, 64 x sky130_fd_sc_hd__edfxtp_1, 45 x sky130_fd_sc_hd__nor2_1, final number of max-transition violations 0, all-layer global routing usage 13.3%, Slowest-stage cell, CP sky130_fd_sc_hd__clkdlybuf4s50_1, final hold vios 0, count of boundary I/O pins 69, count of synthesis-stage warnings from yosys 1, Worst setup EP type register, power density over the cells 213 mW/mm^2, worst setup path class input pin to register, detailed-route vias per instance between 4 and 5, reported max-cap violation count 0, Max Freq 300 MHz, Total Negative Setup Slacks 0 ps, average size of a mapped cell 11.3 sq um, area grow syn2layout 22.7%, Total Wirelength 11.1 mm, number of cells traversed by the worst hold path 0, share of the yosys chip area belonging to registers 60.9%, die boundary height 134 um, pin count of the biggest net entering global routing 61
==> area by class of cell <==
cell class / instances / area [sq um]
Fill cell: 1573 / 10800
Sequential cell: 128 / 3200
Multi-Input combinational cell: 312 / 1970
Clock buffer: 19 / 433
Timing Repair Buffer: 40 / 390
Tap cell: 225 / 282
Clock inverter: 13 / 145
Inverter: 8 / 30.0
==> power by group through the flow <==
stage / Clock (mW) / Sequential, mW / Combinational [mW]
4_1_cts: 0.706 / 0.645 / 0.0354
5_1_grt: 0.734 / 0.646 / 0.0381
6_report: 0.695 / 0.645 / 0.0346
==> Yosys cell counts <==
| master | instances | share of area, % |
|---|---|---|
| sky130_fd_sc_hd__xnor2_1 | 11 | 1.8 |
| sky130_fd_sc_hd__ha_1 | 1 | 0.24 |
| sky130_fd_sc_hd__or4_1 | 14 | 2.0 |
| sky130_fd_sc_hd__nor4_2 | 1 | 0.24 |
| sky130_fd_sc_hd__nand4_1 | 24 | 2.9 |
| sky130_fd_sc_hd__or3_1 | 17 | 2.0 |
| sky130_fd_sc_hd__nor4_1 | 3 | 0.36 |
| sky130_fd_sc_hd__nor3_1 | 7 | 0.67 |
| sky130_fd_sc_hd__buf_2 | 3 | 0.29 |
| sky130_fd_sc_hd__o31ai_1 | 13 | 1.9 |
| sky130_fd_sc_hd__mux2_2 | 27 | 5.8 |
| sky130_fd_sc_hd__nand2_1 | 26 | 1.9 |
| sky130_fd_sc_hd__and4_1 | 2 | 0.33 |
| sky130_fd_sc_hd__nor3_2 | 2 | 0.38 |
| sky130_fd_sc_hd__nor2b_1 | 2 | 0.24 |
| sky130_fd_sc_hd__nor2_1 | 45 | 3.2 |
| sky130_fd_sc_hd__nor2_2 | 1 | 0.12 |
| sky130_fd_sc_hd__edfxtp_1 | 64 | 37 |
| sky130_fd_sc_hd__dfxtp_1 | 64 | 24 |
| sky130_fd_sc_hd__nand3_1 | 31 | 2.9 |
| sky130_fd_sc_hd__nand3_2 | 1 | 0.19 |
| sky130_fd_sc_hd__clkbuf_1 | 11 | 0.78 |
| sky130_fd_sc_hd__o311ai_0 | 1 | 0.17 |
| sky130_fd_sc_hd__o21ai_0 | 21 | 2.0 |
| sky130_fd_sc_hd__or2_2 | 1 | 0.12 |
| sky130_fd_sc_hd__nor4_4 | 1 | 0.40 |
| sky130_fd_sc_hd__and3_1 | 5 | 0.59 |
| sky130_fd_sc_hd__o41ai_1 | 1 | 0.17 |
| sky130_fd_sc_hd__inv_1 | 8 | 0.57 |
| sky130_fd_sc_hd__buf_1 | 2 | 0.14 |
| sky130_fd_sc_hd__xor2_1 | 21 | 3.5 |
| sky130_fd_sc_hd__and2_1 | 5 | 0.59 |
| sky130_fd_sc_hd__a21oi_1 | 28 | 2.7 |
==> critical path: cells and delay by family <==
family,cells,cell delay (ps)
buffers and inverters,3,1280
AND/OR/NAND/NOR,2,350
==> metrics by stage <==
stage	cell area [sq um]	worst slack, ps
detailed placement	5880	4900
global route	6460	5220
floorplan	5260	3460
CTS	6460	5310
finish	6460	5360
global placement	5880	4920
==> cells by family (layout without fill, tap and decap cells) <==
group | after synthesis | after routing | share of synthesized area, %
AOI/OAI and AO/OA | 64 | 64 | 6.85
and+or+nand+nor | 188 | 188 | 19.1
xor gates and xnor gates | 32 | 32 | 5.33
adders and majority gates | 1 | 1 | 0.238
muxes | 27 | 27 | 5.78
buffers and inverters | 24 | 80 | 1.78
DFF | 128 | 128 | 60.9
==> metal layers <==
layer,track usage [%],part of all wire [%]
met5,0,0
met4,2.56,0.95
met3,2.85,4.4
met2,19.1,44
met1,21.6,50
==> flip-flops by register name, summed over array words and instances, names as in the netlist <==
name,flops
counter,64
csr_readdata,32
hSnapshot,32
==> worst max path at each step <==
stage	from	endpoint	slack, ps
finish	reset	hSnapshot[20]$_DFFE_PP_	5360
CTS	reset	hSnapshot[20]$_DFFE_PP_	5310
global route	reset	hSnapshot[20]$_DFFE_PP_	5220
Power and IR drop assume default switching activity.
